==> /design/flow/design.v <==
module reg_file (
    input clock,                   
    input reset,                   
    input reg_write_en,            
    input [4:0] read_reg1,         
    input [4:0] read_reg2,         
    input [4:0] write_reg,         
    input [31:0] write_data,       
    output [31:0] read_data1,      
    output [31:0] read_data2       
);
    reg [31:0] registers [0:31];   
    integer i;                     
    assign read_data1 = (read_reg1 == 0) ? 32'b0 : registers[read_reg1];
    assign read_data2 = (read_reg2 == 0) ? 32'b0 : registers[read_reg2];
    always @(posedge clock or posedge reset) begin
        if (reset) begin
            for (i = 0; i < 32; i = i + 1) begin
                registers[i] <= 32'b0;
            end
        end
        else begin
            if (reg_write_en && (write_reg != 5'b0)) begin
                registers[write_reg] <= write_data;
            end
        end
    end
endmodule
==> /design/flow/run.sh <==
#!/bin/bash
# OpenROAD 26Q1-2900-gdf79404cd8, Yosys 0.63+post, stock flow scripts
make -C /OpenROAD-flow-scripts/flow DESIGN_CONFIG=/design/flow/config.mk WORK_HOME=/design/flow/orfs finish
==> /design/flow/config.mk <==
export PLATFORM = sky130hd
export DESIGN_NAME = reg_file
export DESIGN_NICKNAME = reg_file
export VERILOG_FILES = /design/flow/design.v
export SDC_FILE = /design/flow/constraint.sdc
export NUM_CORES = 4
export LEC_CHECK = 1
export CORE_UTILIZATION = 50
==> /design/flow/constraint.sdc <==
current_design reg_file

set clk_period 6.5
set clk_io_pct 0.2

create_clock -name clk0 -period $clk_period [get_ports {clock}]

set non_clock_inputs [all_inputs -no_clocks]
set_input_delay [expr $clk_period * $clk_io_pct] -clock clk0 $non_clock_inputs
set_output_delay [expr $clk_period * $clk_io_pct] -clock clk0 [all_outputs]
==> Changelog: implementation <==
## Flow update

* Layout cells sized above 1 at 0.340
* Hold path endpoint: registers[2][0]$_DFFE_PP0P_
* Hold crit path type: reg2reg
* Xor+xnor area frac at 0
* Worst R2R Path Depth at 1
* Register-to-Register Setup Slack at 5.56 ns
* Area grow syn2layout at 15.2%
* DRT iter0 DRCs at 7,220
* Dominant comb cell: multiplexers
* Finished Core Util at 0.583
* Basic Gates by Area at 0.150
* Inserted Clock Buffers at 108
* Hold Path Stages at 1
* Most common reg cell: dfrtp_1
* Final Non-Filler Cells at 6,171
* EDFF count, synth at 0
* Clock Sinks at 992
* Final HPWL DP at 168,000 um
* RSZ-0062 raised after global routing: false
* Worst Max-Slew Pin Slew at 1.09 ns
* Top cell area share at 0.480
* Crit path time final at 6.37 ns
* Synth Area in Adders at 0
* Hold buffer count at cts at 0
* First-pass GRT wire length at 367,000 um
* Routed vias/inst at 7.81
* Max-cap viol count at 0
* Chip area at 105,000 um2
* Peak VDD IR at 0.235 mV
* Tool warnings at 61
* Final Max Tran Viols at 0
* Gpl congestion at 1.12
* CP max FO at 42
* Final worst slack at 0.126 ns
* Slowest cell on crit path: nor3b_4
* Total GRT Usage at 0.538
* Core area at 102,000 um2
* Buffers plus inverters on the worst setup path at 3
* Final Setup Violations at 0
* Post-synthesis register bit count at 992
* Min-Delay Startpoint: registers[2][0]$_DFFE_PP0P_
* CTS resizes at 0
* Mux area share at 0.218
* Chip area in the Yosys report at 51,700 um2
* Top-count cell post-synth: mux2_2
* Vias at 48.2k
* Yosys cell count at 4,649
* R2r startpoint: registers[16][5]$_DFFE_PP0P_
* Pwr Density at 301 nW/um2
* Cell Rows at 117
* Status: completed
* Crit path largest cell delay at 1.00 ns
* Total Routed Length at 267,000 um
* Leakage at 25.9 nW
* Area leader, netlist: dfrtp_1
* Largest registers: registers: 992 flops
* Max FFs per register at 992
* CTS tree: done
* Die Y at 324 um
* Critical path class: in2out
* DRC at 0
* Cells after synthesis at 4,649
* Worst path arrival time at 5.07 ns
* CTS root buf: clkbuf_16
* Synthesized cell area at 51,700 um2
* Die X-Extent at 324 um
* Gr ovfl total at 0
* Ys async rst share at 1.00
* Crit path from: read_reg2[0]
* Syn Area/Cell at 11.1 um2
* Yosys warning count at 2
* Max_slew headroom at 0.274
* Fill cells at 8,481
* Clock transition at path regs at 0.06 ns
* Fmax at 157 MHz
* Most used cell, CP: buf_4
* Fp_density at 0.506
* Worst Skew at 0 ns
* Routed length per instance at 43.3 um
* Critical Path Sink Type: primary output
* Initial antenna violation count at 14
* Cells along the critical path: buf_4, nor3b_4, and2_1, buf_4, a22oi_1, and4_1, a41oi_1, clkdlybuf4s50_1
* I/O pin count at 114
* DR pass1 iterations at 10
* Crit path DRT at 5.20 ns
* Count of final hold-check violations at 0
* Reg-to-reg endpoint: registers[16][5]$_DFFE_PP0P_
* Late-Pin Clk Latency at 0.74 ns
* CTS Buffer Depth at 3
* CP startpoint kind: primary input
* H-Tree Depth at 3
* Setup Buffers After CTS at 0
* Top post-synthesis cells by count: 993 x mux2_2, 992 x dfrtp_1, 598 x nand3_1
* Vias in the first global route at 46.2k
* Top cells, area: dfrtp_1 48%, mux2_2 22%, nand3_1 5.8%
* Port bufs at 113
* Worst slack at placement at 0.552 ns
* Detail Route Antenna Nets at 0
* Aoi/oai-family share of the synthesized area at 0.110
* Sequential area share after synthesis at 0.480
* Register bank with the most flops: registers
* Distinct cells, synth at 73
* Period utilization at 0.981
* Post-Place Cells at 5,953
* Pin count of the biggest net entering global routing at 123
* Crit-path leading delay family: buffers and inverters
==> metrics by stage <==
stage               TNS [ns]  power, mW  hold slack, ns  area [um2]
floorplan           -8398.60       9.83           0.476       51700
global placement           0       11.2           0.492       55700
detailed placement         0       11.2           0.507       55700
CTS                        0       17.8           0.523       59500
global route               0       18.4           0.541       59500
finish                     0       17.9           0.524       59600
==> per-layer routing <==
layer / part of all wire / global-route usage / vias up
met5: 0.0038 / 0.0546 / -
met4: 0.098 / 0.358 / 34
met3: 0.19 / 0.369 / 1738
met2: 0.38 / 0.678 / 4847
met1: 0.33 / 0.660 / 23595
li1: - / - / 17978
==> area by class of cell <==
| cell class | count | area, um2 | area share |
|---|---|---|---|
| clock buffer | 150 | 3050 | 0.0512 |
| sequential | 992 | 24800 | 0.417 |
| tap | 1368 | 1710 | 0.0287 |
| multi-input combinational | 3133 | 25200 | 0.423 |
| inverter | 20 | 78.8 | 0.00132 |
| timing repair buffer | 440 | 3910 | 0.0657 |
| clock inverter | 50 | 718 | 0.0121 |
| antenna | 18 | 45.0 | 0.000756 |
==> how the worst max path moves through the flow <==
stage	end	slack, ns	cells after the start
CTS	read_data1[27]	0.53	9
global route	read_data1[23]	0.26	10
finish	read_data2[31]	0.13	8
==> layout by cell type (no fill, tap or decap), drive strengths merged, types with 77 or more instances in the layout <==
master / n
mux2: 995
dfrtp: 992
nand3: 598
a22oi: 356
buf: 335
and3: 232
nand4: 184
clkbuf: 150
clkdlybuf4s50: 105
nand2: 86
a21oi: 77
==> report_power, final <==
group,total [mW],internal [mW],switching [mW]
Clock,6.64,3.95,2.69
Combinational,2.69,1.35,1.34
Sequential,8.61,7.37,1.24
==> cells by family (layout without fill, tap and decap cells) <==
logic type	count (synthesis)	in the layout
compound gates	749	749
buf+inv	524	660
flops	992	992
mux	1000	1000
other cells	0	18
simple gates	1384	1384
Power figures rest on the tool's default switching activity, not on a simulated workload.
