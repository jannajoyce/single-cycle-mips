==> flow/design.v <==
`timescale 1ns / 1ps
module alu(
	input [5:0] Func_in, 
	input [31:0] A_in, 
	input [31:0] B_in,
	output reg [31:0] O_out,
	output reg Branch_out, 
	output reg Jump_out
);
	reg [31:0]	AdderInputB;
	reg			AdderCarryIn;
	reg [31:0]	AdderOut;
	reg [31:0] LogicOut;
	reg [31:0] SltOut;
	reg [31:0] ShiftOut;
	reg [31:0] BranchOut;
	reg Sign;
	reg Zero;
	reg LTZ;
	reg LEZ;
	reg GTZ;
	reg GEZ;
	reg Eq;
	reg DoBranch,DoJump;
	always @(*) begin
		if (Func_in[1]) begin
			AdderInputB = ~B_in;
		end else begin
			AdderInputB = B_in;
		end
		AdderOut = A_in + AdderInputB + Func_in[1];
		case (Func_in[1:0])
			2'b00:
			LogicOut = A_in & B_in;
			2'b01:
			LogicOut = A_in | B_in;
			2'b10:
			LogicOut = A_in ^ B_in;
			2'b11:
			LogicOut = ~(A_in | B_in);
		endcase
		if (Func_in[0]) begin
			SltOut = A_in < B_in;
		end else begin
			SltOut = $signed(A_in) < $signed(B_in);
		end
		case (Func_in[1:0])
			2'b00: ShiftOut = B_in << A_in[4:0];            
			2'b10: ShiftOut = B_in >> A_in[4:0];            
			2'b11: ShiftOut = $signed(B_in) >>> A_in[4:0];  
			default: ShiftOut = B_in;
		endcase
		BranchOut = A_in;
		Sign = A_in[31];
		Zero = A_in[31:0] == 32'b0;
		LTZ = Sign;
		LEZ = Sign || Zero;
		GTZ = ~Sign && ~Zero;
		GEZ = ~Sign;
		Eq = A_in == B_in;
		DoBranch = 1'b0;
		DoJump = 1'b0;
		case (Func_in[2:0])
			3'b000:  
				DoBranch = LTZ;
			3'b001:  
				DoBranch = GEZ;
			3'b010:  
				DoJump = 1'b1;
			3'b011:  
				DoJump = 1'b1;
			3'b100:  
				DoBranch = Eq;
			3'b101:  
				DoBranch = ~Eq;				
			3'b110:  
				DoBranch = LEZ;
			3'b111:  
				DoBranch = GTZ;
			default:
				DoBranch = 1'b0;
		endcase
		Branch_out = 1'b0;
		Jump_out = 1'b0;
		if (Func_in[5:2] == 4'b1000) begin
			O_out = AdderOut;
		end else if (Func_in[5:2] == 4'b1001) begin
			O_out = LogicOut;
		end else if (Func_in[5:3] == 3'b101) begin
			O_out = SltOut;
		end else if (Func_in[5:3] == 3'b111) begin
			O_out = BranchOut;
			Branch_out = DoBranch;
			Jump_out = DoJump;
		end else if (Func_in[5:2] == 4'b0000) begin
			O_out = ShiftOut;
		end else begin
			O_out = 32'bxxxxxxxx_xxxxxxxx_xxxxxxxx_xxxxxxxx;
		end
	end
endmodule
==> flow/run.sh <==
#!/bin/bash
# OpenROAD 26Q1-2900-gdf79404cd8, Yosys 0.63+post, stock flow scripts
make -C /OpenROAD-flow-scripts/flow DESIGN_CONFIG=/design/flow/config.mk WORK_HOME=/design/flow/orfs finish
==> flow/config.mk <==
export PLATFORM = sky130hd
export DESIGN_NAME = alu
export DESIGN_NICKNAME = alu
export VERILOG_FILES = /design/flow/design.v
export SDC_FILE = /design/flow/constraint.sdc
export NUM_CORES = 4
export LEC_CHECK = 1
export CORE_UTILIZATION = 50
==> flow/constraint.sdc <==
current_design alu

set clk_period 17.7
set clk_io_pct 0.2

create_clock -name clk0 -period $clk_period

set non_clock_inputs [all_inputs -no_clocks]
set_input_delay [expr $clk_period * $clk_io_pct] -clock clk0 $non_clock_inputs
set_output_delay [expr $clk_period * $clk_io_pct] -clock clk0 [all_outputs]
==> results.tsv <==
stage	metric	value	unit
outcome	status	completed	
cts	post-cts-setup-buffers	0	
setup_path	critPathKind	in -> out	
power_and_ir_drop	p_per_area	34.0	nW/µm²
layout	syn_to_final_growth	10.1	%
floorplanning	initCoreUtil	51.7	%
setup_path	slowest_stage	buf_4	
yosys	syn_area	9830	µm²
drt	avgViaCountPerCell	6.67	
drt	routed_wl	39.2	mm
grt	grt_pass1_wl	59.4	mm
timing	rsz0062_at_grt	no	
drt	drtPass1Iterations	5	
setup_path	required	14.16	ns
layout	seq_cell_count	0	
setup_path	cp-startpoint	Func_in[1]	
placement	post_dp_cell_area	10800	µm²
timing	tightest_slew	0.865	ns
placement	finalWeightedCongestion	1.03	
floorplanning	die_x	142	µm
timing	fin_tns_setup	0	ns
timing	hold_viol_final	0	
yosys	synth_cell_types	73	
floorplanning	rows	50	
yosys	ys_cells	1327	
floorplanning	core	19000	µm²
drt	via_count	10600	
job	warning_count	97	
yosys	avgSynthCellArea	7.41	µm²
setup_path	endpoint	O_out[25]	
grt	grt_max_degree	69	
timing	final.min_clock_period	11.28	ns
yosys	synthCells	1327	
floorplanning	io_pins	104	
layout	fin_area	10800	µm²
cts	postCtsHoldBufs	0	
timing	final-setup-viol-count	0	
floorplanning	die_height	142	µm
placement	dp_hpwl	29.0	mm
yosys	yosys_area	9830	µm²
placement	io_buffer_count	104	
layout	clkbuf_count	0	
power_and_ir_drop	power_leakage	4.63	nW
timing	fmax	88.6	MHz
yosys	ys_seq_share	0	%
setup_path	critPathMaxStageDelay	0.59	ns
timing	slew-limit-headroom	42.1	%
setup_path	worstPathMaxFanout	51	
job	maxCapViolCount	0	
drt	drt_iter0_markers	933	
timing	report.final.slew_viol_count	0	
timing	period_used_share	63.8	%
layout	layout-drive-gt1-share	9.83	%
layout	final_cell_mix	126 x ha_1, 112 x nor2_1, 106 x inv_1, 101 x nand2_1, 98 x clkdlybuf4s50_1	
layout	fin_util	56.9	%
grt	grt.overflow.total	0	
drt	final_antenna_net_count	0	
setup_path	startpoint_type	input port	
power_and_ir_drop	vdd_drop_max	0.0000194	V
setup_path	crit_chain	buf_4, buf_4, xor2_1, ha_1, a21o_1, a21oi_1, o21bai_1, a311oi_1, a31oi_1, o21ai_1, xor2_1, a221oi_1, clkdlybuf4s50_1	
layout	layout_top_cell	ha_1	
yosys	ys.warnings.count	1	
worst_hold_path	min_path_type	in -> out	
cts	cts_resized	0	
setup_path	setup.worst_path.end_class	output pin	
drt	wl_per_cell	24.6	µm
floorplanning	chip_area	20200	µm²
layout	area.sequential	0	µm²
drt	drc_errors	0	
grt	grt_pass1_vias	9850	
setup_path	crit_arrival	7.74	ns
grt	track_usage	40.1	%
grt	antenna_found_initial	2	
-- power by group --
| part | total (mW) | switching, mW | leakage [nW] | internal [mW] |
|---|---|---|---|---|
| clock | 0.00000000626 | 0 | 0.00000629 | 0.00000000626 |
| combinational | 0.368 | 0.212 | 4.63 | 0.157 |
| sequential | 0 | 0 | 0 | 0 |
-- layout make-up --
cell class	count	area, µm²
diodes	1	2.50
fillers	1858	8200
inverters	111	417
multi-input cells	1090	8850
well taps	260	325
repair buffers	131	1220
-- logic make-up after synthesis --
kind of cell	synth area share [%]
AOI/OAI and AO/OA	26.8
xor gates and xnor gates	4.81
adders and majority gates	16.2
buffers and inverters	9.97
muxes	26.0
and+or+nand+nor	16.2
-- metrics by stage --
step | hold slack (ns) | cells | worst slack (ns) | power [mW]
after CTS | 8.17 | 1592 | 6.52 | 0.361
after global placement | 8.16 | 1592 | 6.57 | 0.360
final | 8.18 | 1593 | 6.42 | 0.368
after global routing | 8.26 | 1592 | 6.15 | 0.398
after detailed placement | 8.15 | 1592 | 6.53 | 0.359
after floorplan | 7.16 | 1327 | 7.51 | 0.239
-- per-layer routing --
metal,vias up,global-route usage (%),wire (µm)
met2,645,58.6,16400
met1,4929,56.4,16300
li1,4939,-,-
met5,-,1.25,29
met3,113,11.0,4500
met4,2,16.6,1960
-- synth_stat cells, drive strengths merged (6+ instances only) --
cell type	number	area, µm²
a2111oi	6	52.6
a211o	7	61.3
a211oi	30	230
a21o	19	143
a21oi	84	420
a221oi	14	123
a31oi	18	128
a32oi	6	52.6
and2	8	50.1
and3	8	50.1
buf	45	259
clkbuf	81	304
ha	126	1580
inv	110	413
mux2	26	293
mux2i	87	871
mux4	62	1400
nand2	101	379
nand2b	6	37.5
nand3	24	120
nand4	9	56.3
nor2	113	424
nor2b	22	138
nor3	28	145
nor4	14	87.6
o211ai	23	183
o21a	6	45.0
o21ai	80	400
o21bai	16	120
o221ai	18	158
o22ai	8	50.1
o311ai	9	78.8
o31ai	6	45.0
or3	8	50.1
xnor2	12	105
xor2	42	368
-- worst max-delay path, delay by kind of cell --
family | cells | cell delay, ns
AOI/OAI and AO/OA | 7 | 1.87
buffers and inverters | 3 | 1.62
adders and majority gates | 1 | 0.37
xor gates and xnor gates | 2 | 0.27
-- how the worst min path moves through the flow --
stage,from,to,slack [ns],cells after the start
after CTS,Func_in[1],O_out[7],8.17,5
after global routing,Func_in[1],O_out[7],8.26,5
final,Func_in[1],O_out[7],8.18,5
Power and IR drop assume default switching activity.
